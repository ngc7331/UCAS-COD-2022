## flow/run.sh

```bash
#!/bin/bash
# OpenROAD 26Q1-2900-gdf79404cd8, Yosys 0.63+post, stock flow scripts
make -C /OpenROAD-flow-scripts/flow DESIGN_CONFIG=/design/flow/config.mk WORK_HOME=/design/flow/orfs finish
```

## flow/config.mk

```make
export PLATFORM = sky130hd
export DESIGN_NAME = dcache_top
export DESIGN_NICKNAME = dcache_top
export VERILOG_FILES = /design/flow/design.v
export SDC_FILE = /design/flow/constraint.sdc
export NUM_CORES = 4
export LEC_CHECK = 1
export CORE_UTILIZATION = 30
export SYNTH_MEMORY_MAX_BITS = 65536
```

## flow/constraint.sdc

```tcl
current_design dcache_top

set clk_period 222.1
set clk_io_pct 0.2

create_clock -name clk0 -period $clk_period [get_ports {clk}]

set non_clock_inputs [all_inputs -no_clocks]
set_input_delay [expr $clk_period * $clk_io_pct] -clock clk0 $non_clock_inputs
set_output_delay [expr $clk_period * $clk_io_pct] -clock clk0 [all_outputs]
```

## flow/design.v

```verilog
`timescale 10ns / 1ns
module comparator(
    input  [1:0]  way1,
    input  [1:0]  way2,
    output [1:0]  way,
    input  [31:0] data1,
    input  [31:0] data2,
    output [31:0] data
);
    wire flag;
    assign flag = data1 > data2;
    assign way  = flag ? way1 : way2;
    assign data = flag ? data1 : data2;
endmodule
`timescale 10ns / 1ns
module counter(
    input clk,
    input [2:0] index,
    input rst,
    input clr,
    output [31:0] data
);
    reg [31:0] __data[7:0];
    always @(posedge clk) begin
        if (rst) begin
            __data[0] <= 32'b0;
            __data[1] <= 32'b0;
            __data[2] <= 32'b0;
            __data[3] <= 32'b0;
            __data[4] <= 32'b0;
            __data[5] <= 32'b0;
            __data[6] <= 32'b0;
            __data[7] <= 32'b0;
        end
        else if (clr)
            __data[index] <= 32'b0;
        else
            __data[index] <= __data[index] + 1;
    end
    assign data = __data[index];
endmodule
`timescale 10 ns / 1 ns
module data_array(
	input                             clk,
	input  [3 - 1:0] waddr,
	input  [3 - 1:0] raddr,
	input                             wen,
	input  [256 - 1:0] wdata,
	output [256 - 1:0] rdata
);
	reg [256-1:0] array[ (1 << 3) - 1 : 0];
	always @(posedge clk)
	begin
		if(wen)
			array[waddr] <= wdata;
	end
assign rdata = array[raddr];
endmodule
`timescale 10ns / 1ns
module dcache_top (
	input	      clk,
	input	      rst,
	input         from_cpu_mem_req_valid,
	input         from_cpu_mem_req,
	input  [31:0] from_cpu_mem_req_addr,
	input  [31:0] from_cpu_mem_req_wdata,
	input  [ 3:0] from_cpu_mem_req_wstrb,
	output        to_cpu_mem_req_ready,
	output        to_cpu_cache_rsp_valid,
	output [31:0] to_cpu_cache_rsp_data,
	input         from_cpu_cache_rsp_ready,
	output        to_mem_rd_req_valid,
	output [31:0] to_mem_rd_req_addr,
	output [ 7:0] to_mem_rd_req_len,
	input	      from_mem_rd_req_ready,
	input	      from_mem_rd_rsp_valid,
	input  [31:0] from_mem_rd_rsp_data,
	input	      from_mem_rd_rsp_last,
	output        to_mem_rd_rsp_ready,
	output        to_mem_wr_req_valid,
	output [31:0] to_mem_wr_req_addr,
	output [ 7:0] to_mem_wr_req_len,
	input         from_mem_wr_req_ready,
	output        to_mem_wr_data_valid,
	output [31:0] to_mem_wr_data,
	output [ 3:0] to_mem_wr_data_strb,
	output        to_mem_wr_data_last,
	input	      from_mem_wr_data_ready
);
    localparam WAIT   = 10'b0000000001,
               TAG_RD = 10'b0000000010,
               CACHE  = 10'b0000000100,   
               RESP   = 10'b0000001000,
               EVICT  = 10'b0000010000,
               MEM_RD = 10'b0000100000,
               RECV   = 10'b0001000000,
               REFILL = 10'b0010000000,
               MEM_WT = 10'b0100000000,
               SEND   = 10'b1000000000;
    reg [9:0] current_state;
    reg [9:0] next_state;
    always @(posedge clk) begin
        if (rst)
            current_state <= WAIT;
        else
            current_state <= next_state;
    end
    always @(*) begin
        case (current_state)
            WAIT: begin
                if (from_cpu_mem_req_valid) begin
                    if (|from_cpu_mem_req_addr[31:30] | ~|from_cpu_mem_req_addr[31:5]) begin   
                        if (from_cpu_mem_req)   
                            next_state = MEM_WT;
                        else                    
                            next_state = MEM_RD;
                    end
                    else                        
                        next_state = TAG_RD;
                end
                else                            
                    next_state = WAIT;
            end
            TAG_RD: begin
                if (hit)
                    next_state = CACHE;
                else
                    next_state = EVICT;
            end
            CACHE: begin
                if (__from_cpu_mem_req)   
                    next_state = WAIT;
                else                      
                    next_state = RESP;
            end
            RESP: begin
                if (from_cpu_cache_rsp_ready)
                    next_state = WAIT;
                else
                    next_state = RESP;
            end
            EVICT: begin
                if (dirty)
                    next_state = MEM_WT;
                else
                    next_state = MEM_RD;
            end
            MEM_RD: begin
                if (from_mem_rd_req_ready)
                    next_state = RECV;
                else
                    next_state = MEM_RD;
            end
            RECV: begin
                if (from_mem_rd_rsp_valid & from_mem_rd_rsp_last) begin
                    if (bypass)
                        next_state = RESP;
                    else
                        next_state = REFILL;
                end
                else
                    next_state = RECV;
            end
            REFILL: begin
                if (__from_cpu_mem_req)   
                    next_state = CACHE;
                else                      
                    next_state = RESP;
            end
            MEM_WT: begin
                if (from_mem_wr_req_ready)
                    next_state = SEND;
                else
                    next_state = MEM_WT;
            end
            SEND: begin
                if (from_mem_wr_data_ready & to_mem_wr_data_last) begin
                    if (bypass)
                        next_state = WAIT;
                    else
                        next_state = MEM_RD;
                end
                else
                    next_state = SEND;
            end
            default: begin
                next_state = WAIT;
            end
        endcase
    end
    reg [31:0] __from_cpu_mem_req_addr, __from_cpu_mem_req_wdata;
    reg [4:0] __from_cpu_mem_req_wstrb;
    reg __from_cpu_mem_req;
    always @(posedge clk) begin
        if (current_state[0] & from_cpu_mem_req_valid) begin
            __from_cpu_mem_req_addr  <= from_cpu_mem_req_addr;
            __from_cpu_mem_req_wdata <= from_cpu_mem_req_wdata;
            __from_cpu_mem_req_wstrb <= from_cpu_mem_req_wstrb;
            __from_cpu_mem_req       <= from_cpu_mem_req;
        end
    end
    wire [23:0] from_cpu_tag;
    wire [2:0] from_cpu_index;
    wire [4:0] from_cpu_offset;
    assign {from_cpu_tag, from_cpu_index, from_cpu_offset} = __from_cpu_mem_req_addr;
    wire [7:0] index_mask;
    assign index_mask = 1 << from_cpu_index;
    wire bypass;
    assign bypass = |__from_cpu_mem_req_addr[31:30] | ~|__from_cpu_mem_req_addr[31:5];   
    wire hit;
    wire [3:0] hit_way;   
    wire [1:0] hit_way_num;
    assign hit = |hit_way;
    assign hit_way = {
        tag_rdata[3] == from_cpu_tag & |(valid_array[3] & index_mask),
        tag_rdata[2] == from_cpu_tag & |(valid_array[2] & index_mask),
        tag_rdata[1] == from_cpu_tag & |(valid_array[1] & index_mask),
        tag_rdata[0] == from_cpu_tag & |(valid_array[0] & index_mask)
    };
    assign hit_way_num = {hit_way[3] | hit_way[2], hit_way[3] | hit_way[1]};
    wire [3:0] evict_way;   
    wire [1:0] evict_way_num, evict_way_tmp[1:0];
    wire [31:0] evict_counter[3:0], evict_max_tmp[1:0];
    wire counter_clk = current_state[1] | rst & clk;
    assign evict_way = {
        &evict_way_num,
        evict_way_num[1] & ~evict_way_num[0],
        ~evict_way_num[1] & evict_way_num[0],
        ~|evict_way_num
    };
    counter counter_0 (
        .clk(counter_clk),
        .rst(rst),
        .clr(hit_way[0]),
        .index(from_cpu_index),
        .data(evict_counter[0])
    );
    counter counter_1 (
        .clk(counter_clk),
        .rst(rst),
        .clr(hit_way[1]),
        .index(from_cpu_index),
        .data(evict_counter[1])
    );
    counter counter_2 (
        .clk(counter_clk),
        .rst(rst),
        .clr(hit_way[2]),
        .index(from_cpu_index),
        .data(evict_counter[2])
    );
    counter counter_3 (
        .clk(counter_clk),
        .rst(rst),
        .clr(hit_way[3]),
        .index(from_cpu_index),
        .data(evict_counter[3])
    );
    comparator max_0 (
        .way1(2'b0),
        .way2(2'b1),
        .way(evict_way_tmp[0]),
        .data1(evict_counter[0]),
        .data2(evict_counter[1]),
        .data(evict_max_tmp[0])
    );
    comparator max_1 (
        .way1(2'b10),
        .way2(2'b11),
        .way(evict_way_tmp[1]),
        .data1(evict_counter[2]),
        .data2(evict_counter[3]),
        .data(evict_max_tmp[1])
    );
    comparator max_final (
        .way1(evict_way_tmp[0]),
        .way2(evict_way_tmp[1]),
        .way(evict_way_num),
        .data1(evict_max_tmp[0]),
        .data2(evict_max_tmp[1]),
        .data()
    );
    wire dirty;
    assign dirty = evict_way[3] & |(dirty_array[3] & index_mask)
                 | evict_way[2] & |(dirty_array[2] & index_mask)
                 | evict_way[1] & |(dirty_array[1] & index_mask)
                 | evict_way[0] & |(dirty_array[0] & index_mask);
    assign to_cpu_mem_req_ready = current_state[0];   
    assign to_cpu_cache_rsp_data = bypass ? rd_buffer[0]
                                 : cache_data >> {from_cpu_offset, 3'b0};
    assign to_cpu_cache_rsp_valid = current_state[3];   
    assign to_mem_rd_req_valid = current_state[5];   
    assign to_mem_rd_req_addr = bypass ? {__from_cpu_mem_req_addr[31:2], 2'b0}
                              : {__from_cpu_mem_req_addr[31:5], 5'b0};
    assign to_mem_rd_req_len = bypass ? 8'b0 : 8'b111;
    assign to_mem_rd_rsp_ready = current_state[6];   
    reg [31:0] rd_buffer[7:0];
    always @(posedge clk) begin
        if (to_mem_rd_rsp_ready & from_mem_rd_rsp_valid) begin
            rd_buffer[burst_counter] <= from_mem_rd_rsp_data;
        end
    end
    assign to_mem_wr_req_valid = current_state[8];   
    assign to_mem_wr_req_addr = bypass ? {__from_cpu_mem_req_addr[31:2], 2'b0}
                              : {evict_tag, from_cpu_index, 5'b0};
    assign to_mem_wr_req_len = to_mem_rd_req_len;
    assign to_mem_wr_data_valid = current_state[9];   
    assign to_mem_wr_data_strb = bypass ? __from_cpu_mem_req_wstrb : 4'b1111;
    assign to_mem_wr_data = bypass ? __from_cpu_mem_req_wdata
                          : evict_data >> {burst_counter, 5'b0};
    assign to_mem_wr_data_last = burst_counter == to_mem_rd_req_len;
    reg [7:0] burst_counter;
    always @(posedge clk) begin
        if (rst | current_state[5] | current_state[8])   
            burst_counter <= 8'b0;
        else if (to_mem_rd_rsp_ready & from_mem_rd_rsp_valid | from_mem_wr_data_ready & to_mem_wr_data_valid)
            burst_counter <= burst_counter + 1;
    end
    wire cache_write;
    wire [3:0] data_wen;
    wire [255:0] data_wdata, data_rdata[3:0], write_mask;
    assign write_mask = {{8{__from_cpu_mem_req_wstrb[3]}}, {8{__from_cpu_mem_req_wstrb[2]}}, {8{__from_cpu_mem_req_wstrb[1]}}, {8{__from_cpu_mem_req_wstrb[0]}}} << {from_cpu_offset, 3'b000};
    assign cache_write = current_state[2] & __from_cpu_mem_req;
    assign data_wdata = cache_write ? ((__from_cpu_mem_req_wdata) << {from_cpu_offset, 3'b000}) & write_mask | cache_data & ~write_mask     
                      : {rd_buffer[7], rd_buffer[6], rd_buffer[5], rd_buffer[4], rd_buffer[3], rd_buffer[2], rd_buffer[1], rd_buffer[0]};   
    assign data_wen = {4{current_state[7]}} & evict_way | {4{cache_write}} & hit_way;   
    wire [255:0] cache_data;
    assign cache_data = hit_way[0] ? data_rdata[0]
                      : hit_way[1] ? data_rdata[1]
                      : hit_way[2] ? data_rdata[2]
                      : data_rdata[3];
    wire [255:0] evict_data;
    assign evict_data = evict_way[0] ? data_rdata[0]
                      : evict_way[1] ? data_rdata[1]
                      : evict_way[2] ? data_rdata[2]
                      : data_rdata[3];
    data_array data_way_0 (
        .clk(clk),
        .waddr(from_cpu_index),
        .raddr(from_cpu_index),
        .wen(data_wen[0]),
        .wdata(data_wdata),
        .rdata(data_rdata[0])
    );
    data_array data_way_1 (
        .clk(clk),
        .waddr(from_cpu_index),
        .raddr(from_cpu_index),
        .wen(data_wen[1]),
        .wdata(data_wdata),
        .rdata(data_rdata[1])
    );
    data_array data_way_2 (
        .clk(clk),
        .waddr(from_cpu_index),
        .raddr(from_cpu_index),
        .wen(data_wen[2]),
        .wdata(data_wdata),
        .rdata(data_rdata[2])
    );
    data_array data_way_3 (
        .clk(clk),
        .waddr(from_cpu_index),
        .raddr(from_cpu_index),
        .wen(data_wen[3]),
        .wdata(data_wdata),
        .rdata(data_rdata[3])
    );
    wire [23:0] tag_rdata[3:0];
    wire [23:0] evict_tag;
    assign evict_tag = evict_way[0] ? tag_rdata[0]
                     : evict_way[1] ? tag_rdata[1]
                     : evict_way[2] ? tag_rdata[2]
                     : tag_rdata[3];
    tag_array tag_way_0 (
        .clk(clk),
        .waddr(from_cpu_index),
        .raddr(from_cpu_index),
        .wen(data_wen[0]),
        .wdata(from_cpu_tag),
        .rdata(tag_rdata[0])
    );
    tag_array tag_way_1 (
        .clk(clk),
        .waddr(from_cpu_index),
        .raddr(from_cpu_index),
        .wen(data_wen[1]),
        .wdata(from_cpu_tag),
        .rdata(tag_rdata[1])
    );
    tag_array tag_way_2 (
        .clk(clk),
        .waddr(from_cpu_index),
        .raddr(from_cpu_index),
        .wen(data_wen[2]),
        .wdata(from_cpu_tag),
        .rdata(tag_rdata[2])
    );
    tag_array tag_way_3 (
        .clk(clk),
        .waddr(from_cpu_index),
        .raddr(from_cpu_index),
        .wen(data_wen[3]),
        .wdata(from_cpu_tag),
        .rdata(tag_rdata[3])
    );
    reg [7:0] valid_array[3:0];
    always @(posedge clk) begin
        if (rst) begin
            valid_array[0] <= 8'b0;
            valid_array[1] <= 8'b0;
            valid_array[2] <= 8'b0;
            valid_array[3] <= 8'b0;
        end
        else if (current_state[4]) begin   
            valid_array[evict_way_num][from_cpu_index] <= 0;
        end
        else if (current_state[7]) begin   
            valid_array[evict_way_num][from_cpu_index] <= 1;
        end
    end
    reg [7:0] dirty_array[3:0];
    always @(posedge clk) begin
        if (rst) begin
            dirty_array[0] <= 8'b0;
            dirty_array[1] <= 8'b0;
            dirty_array[2] <= 8'b0;
            dirty_array[3] <= 8'b0;
        end
        else if (current_state[2] & __from_cpu_mem_req) begin   
            dirty_array[hit_way_num][from_cpu_index] <= 1;
        end
        else if (current_state[7]) begin                        
            dirty_array[evict_way_num][from_cpu_index] <= 0;
        end
    end
endmodule
`timescale 10 ns / 1 ns
module tag_array(
	input                             clk,
	input  [3 - 1:0] waddr,
	input  [3 - 1:0] raddr,
	input                             wen,
	input  [24 - 1:0] wdata,
	output [24 - 1:0] rdata
);
	reg [24-1:0] array[ (1 << 3) - 1 : 0];
	always @(posedge clk)
	begin
		if(wen)
			array[waddr] <= wdata;
	end
assign rdata = array[raddr];
endmodule
```

==> metrics.cfg <==
[status]
status=finished, final reports clean

[sta]
timing.fmax_mhz=17.1
finalSetupTns_ps=0
hold_viol_final=0
finalSetupViolations=0
grt_setup_unrepaired=no
fin_skew_ps=347
slew_headroom_pct=13.8
period_used_pct=26.4
tightest_slew_ps=1290
fin_crit_ps=58650
finalMaxSlewViolations=0

[grt]
grt_max_degree=95
grt.total_usage_pct=24.4
grt_first_pass_wirelength_um=2250000
antenna_found_initial=190
grt_pass1_vias=260000
overflow=0

[floorplanning]
fp_util_pct=30.1
die_area_um2=1450000
die.size.x_um=1200
rows=441
core_area_um2=1440000
die.size.y_um=1200
ioPinCount=265

[yosys]
avgSynthCellArea_um2=18.2
netlist_top_cells_count=10400 x edfxtp_1, 2440 x mux4_2, 1932 x nor2_1
synth_flops=10400
yosys_most_used_dff=edfxtp_1
synthAoiAreaFrac_pct=3.95
adder_share_pct=0.292
ys_area_um2=433000
syn_area_um2=433000
topCellsByArea=edfxtp_1 72%, mux4_2 13%, mux2i_1 3.3%
ys_cells=23700
synthDominantCellAreaShare_pct=71.9
ys_seq_share_pct=72.0
synthTopLogicFamily=multiplexers
yosys.area_share.simple_pct=4.18
synth_dominant_cell_count=edfxtp_1
ys_async_sr_fraction_pct=0
synth.distinct_cells=106
edf_count=10400
synth_warnings=4
mux_area_share_pct=17.4
top_area_cell=edfxtp_1
xor_share_pct=0.312
synth_cells=23700

[detailed_routing]
drt_iter0_drc=22000
drt-pass1-iter-count=8
drc=0
viasPerCell=5.46
wirelength_um=1670000
drtAntennaViolNets=0
wire_per_inst_um=36.8
vias=248000

[pwr]
power_density_nw_per_um2=9.10
p_leak_nw=161
irDropWorstVdd_uv=8.34

[place]
hpwlAfterDp_um=1120000
place_congestion=1.05
placed_cells=43300
placement.io_buffers=250

[critical_path]
cp_slowest_cell=edfxtp_1
r2r_start=__from_cpu_mem_req_addr[6]
cp.required_ps=177680
criticalPathCategory=flip-flop to primary output
cp-startpoint=__from_cpu_mem_req_addr[6]
rrSetupSlack_ps=207950
arrival_ps=14230
crit_top_cell=buf_4
start_kind=flip-flop
cpPeakStageDelay_ps=910
endpoint_kind=primary output
crit_fanout=94

[cts]
cts_setup_buffers=0
clock_latency_ps=1440
clk_pin_slew_ps=60
cts_tree=done
hold_buffers=0
cts_resized=0

[worst_hold_path]
holdCritStartpoint=burst_counter[6]
hold_class=flip-flop to flip-flop

[cells_and_area]
finalNonFillerCells=45400
drive_gt1_share_pct=25.8
syn_to_final_growth_pct=16.1

[run]
warning_count=29
maxCapViolations=0

-- sequential cells by signal (all words and copies together), names as in the netlist, named ones only --
signal                    count
tag_way_0.array             192
counter_1.__data            256
valid_array                  32
__from_cpu_mem_req_wstrb      4
data_way_2.array           2048
__from_cpu_mem_req_wdata     32
__from_cpu_mem_req            1
counter_3.__data            256
tag_way_2.array             192
__from_cpu_mem_req_addr      32
tag_way_3.array             192
tag_way_1.array             192
data_way_0.array           2048
burst_counter                 8
data_way_3.array           2048
rd_buffer                   256
data_way_1.array           2048
current_state                10
counter_0.__data            256
counter_2.__data            256
dirty_array                  32
-- metal layers --
metal	GRT usage, %	vias up	part of all wire [%]
li1	-	99600	-
met1	25.2	124000	30
met2	33.3	20000	43
met3	21.7	3849	20
met4	12.2	241	6.6
met5	5.50	-	0.58
-- placed cells by master (no fill, tap or decap), types with 43 or more instances in the layout --
| cell | count |
|---|---|
| ha_1 | 101 |
| o21ai_0 | 464 |
| mux4_2 | 2440 |
| a211oi_1 | 155 |
| clkinv_1 | 223 |
| bufinv_16 | 123 |
| a22oi_1 | 107 |
| and2_1 | 49 |
| inv_1 | 78 |
| nor2_1 | 1856 |
| o21a_1 | 50 |
| clkinvlp_4 | 43 |
| o21ai_2 | 241 |
| nand2_1 | 1446 |
| clkbuf_16 | 1048 |
| nand3_1 | 209 |
| mux2_2 | 534 |
| o211ai_1 | 127 |
| o21ai_1 | 84 |
| xnor2_1 | 103 |
| a21o_1 | 87 |
| clkdlybuf4s50_1 | 249 |
| o22ai_1 | 148 |
| xor2_1 | 51 |
| nand4_1 | 74 |
| nor4_1 | 61 |
| a31oi_1 | 83 |
| or3_1 | 58 |
| o221ai_1 | 44 |
| nor2_4 | 45 |
| clkinv_2 | 186 |
| diode_2 | 188 |
| clkbuf_1 | 193 |
| mux2i_1 | 1419 |
| and3_1 | 69 |
| edfxtp_1 | 10400 |
| a21oi_1 | 709 |
| nor3_1 | 197 |
| buf_4 | 1771 |
-- path summary, 6_finish.rpt --
check | to | cells past startpoint
worst min register to register | burst_counter[6] | 2
worst max-delay path | to_mem_wr_data[29] | 36
worst max register to register | data_way_2.array[1][156] | 38
worst min-delay path | burst_counter[6] | 2
-- critical path, delay by kind of cell, from the launching register on --
kind,cells,cell delay [ps]
compound gates,16,4440
buf+inv,10,4920
simple gates,6,890
mux,2,780
fa+ha+maj,2,510
flops,1,910
-- logic make-up after synthesis --
group / after synthesis
adders and majority gates: 101
DFF: 10400
AOI/OAI and AO/OA: 2735
xor gates and xnor gates: 154
and+or+nand+nor: 4303
buffers and inverters: 1637
other: 1
muxes: 4415
-- metrics by stage --
step	setup slack [ps]	cell area, um2	hold slack (ps)	total power, mW	util (%)
2_1_floorplan	167500	433000	466	2.52	-
3_3_place_gp	164410	468000	476	2.91	32.5
3_5_place_dp	164810	468000	491	2.91	32.5
4_1_cts	163320	502000	499	4.57	34.9
5_1_grt	162670	503000	573	4.69	34.9
6_report	163450	503000	508	4.58	34.9
-- power breakdown --
part / switching [mW] / internal [mW] / total (mW)
combinational: 0.566 / 0.260 / 0.825
clock: 0.734 / 0.964 / 1.70
sequential: 0.00667 / 2.05 / 2.05
-- cell type report --
class | instances | area (um2)
Timing Repair Buffer | 2062 | 16600
Clock inverter | 676 | 7490
Antenna cell | 188 | 470
Multi-Input combinational cell | 11700 | 115000
Fill cell | 132000 | 937000
Clock buffer | 1241 | 26900
Sequential cell | 10400 | 312000
Inverter | 86 | 340
Tap cell | 19000 | 23800
No activity file was given, so power comes from the tool's default toggle rates.
