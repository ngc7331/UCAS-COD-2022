--- /design/flow/design.v ---
`timescale 10ns / 1ns
module comparator(
    input  [1:0]  way1,
    input  [1:0]  way2,
    output [1:0]  way,
    input  [31:0] data1,
    input  [31:0] data2,
    output [31:0] data
);
    wire flag;
    assign flag = data1 > data2;
    assign way  = flag ? way1 : way2;
    assign data = flag ? data1 : data2;
endmodule
`timescale 10ns / 1ns
module counter(
    input clk,
    input [2:0] index,
    input rst,
    input clr,
    output [31:0] data
);
    reg [31:0] __data[7:0];
    always @(posedge clk) begin
        if (rst) begin
            __data[0] <= 32'b0;
            __data[1] <= 32'b0;
            __data[2] <= 32'b0;
            __data[3] <= 32'b0;
            __data[4] <= 32'b0;
            __data[5] <= 32'b0;
            __data[6] <= 32'b0;
            __data[7] <= 32'b0;
        end
        else if (clr)
            __data[index] <= 32'b0;
        else
            __data[index] <= __data[index] + 1;
    end
    assign data = __data[index];
endmodule
`timescale 10 ns / 1 ns
module data_array(
	input                             clk,
	input  [3 - 1:0] waddr,
	input  [3 - 1:0] raddr,
	input                             wen,
	input  [256 - 1:0] wdata,
	output [256 - 1:0] rdata
);
	reg [256-1:0] array[ (1 << 3) - 1 : 0];
	always @(posedge clk)
	begin
		if(wen)
			array[waddr] <= wdata;
	end
assign rdata = array[raddr];
endmodule
`timescale 10ns / 1ns
module icache_top (
	input	      clk,
	input	      rst,
	input         from_cpu_inst_req_valid,
	input  [31:0] from_cpu_inst_req_addr,
	output        to_cpu_inst_req_ready,
	output        to_cpu_cache_rsp_valid,
	output [31:0] to_cpu_cache_rsp_data,
	input	      from_cpu_cache_rsp_ready,
	output        to_mem_rd_req_valid,
	output [31:0] to_mem_rd_req_addr,
	input         from_mem_rd_req_ready,
	input         from_mem_rd_rsp_valid,
	input  [31:0] from_mem_rd_rsp_data,
	input         from_mem_rd_rsp_last,
	output        to_mem_rd_rsp_ready
);
    localparam WAIT     = 8'b00000001,
               TAG_RD   = 8'b00000010,
               CACHE_RD = 8'b00000100,
               RESP     = 8'b00001000,
               EVICT    = 8'b00010000,
               MEM_RD   = 8'b00100000,
               RECV     = 8'b01000000,
               REFILL   = 8'b10000000;
    reg [7:0] current_state;
    reg [7:0] next_state;
    always @(posedge clk) begin
        if (rst)
            current_state <= WAIT;
        else
            current_state <= next_state;
    end
    always @(*) begin
        case (current_state)
            WAIT: begin
                if (from_cpu_inst_req_valid)
                    next_state = TAG_RD;
                else
                    next_state = WAIT;
            end
            TAG_RD: begin
                if (read_hit)
                    next_state = CACHE_RD;
                else
                    next_state = EVICT;
            end
            CACHE_RD: begin
                next_state = RESP;
            end
            RESP: begin
                if (from_cpu_cache_rsp_ready)
                    next_state = WAIT;
                else
                    next_state = RESP;
            end
            EVICT: begin
                next_state = MEM_RD;
            end
            MEM_RD: begin
                if (from_mem_rd_req_ready)
                    next_state = RECV;
                else
                    next_state = MEM_RD;
            end
            RECV: begin
                if (from_mem_rd_rsp_valid & from_mem_rd_rsp_last)
                    next_state = REFILL;
                else
                    next_state = RECV;
            end
            REFILL: begin
                next_state = RESP;
            end
            default: begin
                next_state = WAIT;
            end
        endcase
    end
    wire read_hit;
    wire [3:0] read_hit_way;
    assign read_hit = |read_hit_way;
    assign read_hit_way = {
        tag_rdata[3] == from_cpu_tag & |(valid_array[3] & valid_mask),
        tag_rdata[2] == from_cpu_tag & |(valid_array[2] & valid_mask),
        tag_rdata[1] == from_cpu_tag & |(valid_array[1] & valid_mask),
        tag_rdata[0] == from_cpu_tag & |(valid_array[0] & valid_mask)
    };
    wire [1:0] evict_way, evict_way_tmp[1:0];
    wire [31:0] evict_data[3:0], evict_max_tmp[1:0];
    wire counter_clk = current_state[1] | rst & clk;
    counter counter_0 (
        .clk(counter_clk),
        .rst(rst),
        .clr(read_hit_way[0]),
        .index(from_cpu_index),
        .data(evict_data[0])
    );
    counter counter_1 (
        .clk(counter_clk),
        .rst(rst),
        .clr(read_hit_way[1]),
        .index(from_cpu_index),
        .data(evict_data[1])
    );
    counter counter_2 (
        .clk(counter_clk),
        .rst(rst),
        .clr(read_hit_way[2]),
        .index(from_cpu_index),
        .data(evict_data[2])
    );
    counter counter_3 (
        .clk(counter_clk),
        .rst(rst),
        .clr(read_hit_way[3]),
        .index(from_cpu_index),
        .data(evict_data[3])
    );
    comparator max_0 (
        .way1(2'b0),
        .way2(2'b1),
        .way(evict_way_tmp[0]),
        .data1(evict_data[0]),
        .data2(evict_data[1]),
        .data(evict_max_tmp[0])
    );
    comparator max_1 (
        .way1(2'b10),
        .way2(2'b11),
        .way(evict_way_tmp[1]),
        .data1(evict_data[2]),
        .data2(evict_data[3]),
        .data(evict_max_tmp[1])
    );
    comparator max_final (
        .way1(evict_way_tmp[0]),
        .way2(evict_way_tmp[1]),
        .way(evict_way),
        .data1(evict_max_tmp[0]),
        .data2(evict_max_tmp[1]),
        .data()
    );
    assign to_cpu_inst_req_ready = current_state[0];   
    wire [23:0] from_cpu_tag;
    wire [2:0] from_cpu_index;
    wire [4:0] from_cpu_offset;
    assign {from_cpu_tag, from_cpu_index, from_cpu_offset} = from_cpu_inst_req_addr;
    wire [255:0] rsp_data;
    assign rsp_data = read_hit_way[0] ? data_rdata[0]
                    : read_hit_way[1] ? data_rdata[1]
                    : read_hit_way[2] ? data_rdata[2]
                    : data_rdata[3];
    assign to_cpu_cache_rsp_data = rsp_data >> {from_cpu_offset, 3'b000};
    assign to_cpu_cache_rsp_valid = current_state[3];   
    assign to_mem_rd_req_addr = {from_cpu_inst_req_addr[31:5], 5'b0};
    assign to_mem_rd_req_valid = current_state[5];   
    assign to_mem_rd_rsp_ready = current_state[6];   
    reg [31:0] buffer [7:0];
    reg [2:0] burst_counter;
    always @(posedge clk) begin
        if (rst | current_state[5])
            burst_counter <= 3'b0;
        else if (to_mem_rd_rsp_ready & from_mem_rd_rsp_valid)
            burst_counter <= burst_counter + 1;
    end
    always @(posedge clk) begin
        if (to_mem_rd_rsp_ready & from_mem_rd_rsp_valid) begin
            buffer[burst_counter] <= from_mem_rd_rsp_data;
        end
    end
    wire [3:0] data_wen;
    wire [255:0] data_wdata, data_rdata[3:0];
    assign data_wdata = {buffer[7], buffer[6], buffer[5], buffer[4], buffer[3], buffer[2], buffer[1], buffer[0]};
    assign data_wen = {
        current_state[7] & &evict_way,
        current_state[7] & evict_way[1] & ~evict_way[0],
        current_state[7] & ~evict_way[1] & evict_way[0],
        current_state[7] & ~|evict_way
    };   
    data_array data_way_0 (
        .clk(clk),
        .waddr(from_cpu_index),
        .raddr(from_cpu_index),
        .wen(data_wen[0]),
        .wdata(data_wdata),
        .rdata(data_rdata[0])
    );
    data_array data_way_1 (
        .clk(clk),
        .waddr(from_cpu_index),
        .raddr(from_cpu_index),
        .wen(data_wen[1]),
        .wdata(data_wdata),
        .rdata(data_rdata[1])
    );
    data_array data_way_2 (
        .clk(clk),
        .waddr(from_cpu_index),
        .raddr(from_cpu_index),
        .wen(data_wen[2]),
        .wdata(data_wdata),
        .rdata(data_rdata[2])
    );
    data_array data_way_3 (
        .clk(clk),
        .waddr(from_cpu_index),
        .raddr(from_cpu_index),
        .wen(data_wen[3]),
        .wdata(data_wdata),
        .rdata(data_rdata[3])
    );
    wire [23:0] tag_rdata[3:0];
    tag_array tag_way_0 (
        .clk(clk),
        .waddr(from_cpu_index),
        .raddr(from_cpu_index),
        .wen(data_wen[0]),
        .wdata(from_cpu_tag),
        .rdata(tag_rdata[0])
    );
    tag_array tag_way_1 (
        .clk(clk),
        .waddr(from_cpu_index),
        .raddr(from_cpu_index),
        .wen(data_wen[1]),
        .wdata(from_cpu_tag),
        .rdata(tag_rdata[1])
    );
    tag_array tag_way_2 (
        .clk(clk),
        .waddr(from_cpu_index),
        .raddr(from_cpu_index),
        .wen(data_wen[2]),
        .wdata(from_cpu_tag),
        .rdata(tag_rdata[2])
    );
    tag_array tag_way_3 (
        .clk(clk),
        .waddr(from_cpu_index),
        .raddr(from_cpu_index),
        .wen(data_wen[3]),
        .wdata(from_cpu_tag),
        .rdata(tag_rdata[3])
    );
    reg [7:0] valid_array[3:0];
    wire [7:0] valid_mask;
    assign valid_mask = 1 << from_cpu_index;
    always @(posedge clk) begin
        if (rst) begin
            valid_array[0] <= 8'b0;
            valid_array[1] <= 8'b0;
            valid_array[2] <= 8'b0;
            valid_array[3] <= 8'b0;
        end
        else if (current_state[4]) begin   
            valid_array[evict_way][from_cpu_index] <= 0;
        end
        else if (current_state[7]) begin   
            valid_array[evict_way][from_cpu_index] <= 1;
        end
    end
endmodule
`timescale 10 ns / 1 ns
module tag_array(
	input                             clk,
	input  [3 - 1:0] waddr,
	input  [3 - 1:0] raddr,
	input                             wen,
	input  [24 - 1:0] wdata,
	output [24 - 1:0] rdata
);
	reg [24-1:0] array[ (1 << 3) - 1 : 0];
	always @(posedge clk)
	begin
		if(wen)
			array[waddr] <= wdata;
	end
assign rdata = array[raddr];
endmodule
--- /design/flow/run.sh ---
#!/bin/bash
# OpenROAD 26Q1-2900-gdf79404cd8, Yosys 0.63+post, stock flow scripts
make -C /OpenROAD-flow-scripts/flow DESIGN_CONFIG=/design/flow/config.mk WORK_HOME=/design/flow/orfs finish
--- /design/flow/config.mk ---
export PLATFORM = sky130hd
export DESIGN_NAME = icache_top
export DESIGN_NICKNAME = icache_top
export VERILOG_FILES = /design/flow/design.v
export SDC_FILE = /design/flow/constraint.sdc
export NUM_CORES = 4
export LEC_CHECK = 1
export CORE_UTILIZATION = 30
export SYNTH_MEMORY_MAX_BITS = 65536
--- /design/flow/constraint.sdc ---
current_design icache_top

set clk_period 352.7
set clk_io_pct 0.2

create_clock -name clk0 -period $clk_period [get_ports {clk}]

set non_clock_inputs [all_inputs -no_clocks]
set_input_delay [expr $clk_period * $clk_io_pct] -clock clk0 $non_clock_inputs
set_output_delay [expr $clk_period * $clk_io_pct] -clock clk0 [all_outputs]
==> ci_impl_report.md <==
## PnR job results

| Metric | Value |
|---|---|
| Outcome | finished, final reports clean |
| Internal power | 1.88 mW |
| Setup WS post-layout | 165630 ps |
| Slew @ Worst Pin | 1380 ps |
| All-layer global routing usage | 20.2% |
| Fp_density | a little under a third |
| Share of cells above drive strength 1 | 23.3% |
| CTS tree | done |
| Largest net degree at the start of global routing | 93 |
| LEAKAGE | 150 nW |
| Syn. warnings | 4 |
| Most common cell in the netlist | edfxtp_1 |
| Most used DFF post-synth | edfxtp_1 |
| Clock latency on the worst-skew pair | approximately 1500 ps |
| Setup tns final | 0 ps |
| Cell type with the largest total area | edfxtp_1 |
| Arrival time at the worst endpoint | 187290 ps |
| Synth Cell Area | 413000 sq um |
| DIE HEIGHT | about 1200 um |
| RePlAce Congestion | approximately 0.94 |
| Count of library flops with an enable pin | 10300 |
| I/O Pins | 139 |
| Top cells by count | 10300 x edfxtp_1, 2461 x mux4_2, 1563 x nor2_1 |
| Fin area | 474000 sq um |
| Syn avg cell area | around 20 sq um |
| Final-report hold violation count | 0 |
| # Cells Yosys | 21100 |
| First-pass GRT wire length | approximately 1800000 um |
| Synth Instances | 21100 |
| Post-Place Setup Slack | 175760 ps |
| Max Slew Vio Count | 0 |
| Antenna violations before repair | between 100 and 150 |
| Yosys synthesis chip area | just over 400000 sq um |
| Core Box Area | roughly 1400000 sq um |
| CP Class | in -> gate |
| Final antenna-violating net count | 0 |
| Combinational share of power | 6.3% |
| Die width | 1170 um |
| Count of final setup violators | 0 |
| Final Util | between 30% and 40% |
| Sequential share of power | 52.5% |
| Wire length per cell | 31.7 um |
| Placement Cell Area | between 400000 and 500000 sq um |
| Number of global-route vias before repair | 240000 |
| Synth unique cells | 103 |
| Synth top area cells | edfxtp_1 75%, mux4_2 13%, mux2i_1 1.8% |
| Switch Pwr | around 0.54 mW |
| Synth async-reset ratio | 0% |
| Drt pass-1 iters | 8 |
| Relative slew margins | 6.85% |
| CP endpoint kind | clock gate |
| Layout area overhead | 14.8% |
| PortBufs | approximately 130 |
| CTS clk-pin slew, worst paths | 60 ps |
| Num rows | 430 |
| Vias per cell | 5.32 |
| Post-synth seq share | 74.8% |
| Post-DP HPWL | ~780000 um |
| Most used cell, CP | dlygate4sd3_1 |
| OpenROAD warnings | 29 |
| Worst setup SP type | input port |
| Slowest CP cell | dlygate4sd3_1 |
| Clock network power share | between 40% and 50% |
| Worst Path Max Fanout | 14 |
| Drc violations | 0 |
| Congestion Overflow GR | 0 |
| MaxCap Viol Count | 0 |
| Total Routed Length | 1310000 um |
| Final Power | 2.42 mW |
| Peak supply drop | 0.00490 mV |
| PwrDens | 5.10 nW/um^2 |
| Critical Path RT | roughly 350000 ps |
| Post-CTS setup buffers | 0 |
| #FFs+latches synth | 10300 |
| Post-Route Skew | 172 ps |
| CP max stage delay | 710 ps |
| HP Class | reg -> reg |
| DIE AREA | around 1400000 sq um |
| Sw Ratio | between 20% and 30% |
| Dominant cell area share | roughly 75% |
| Iter 0 DRT Violations | 16400 |
| Number of gates resized after cts | 0 |
| Total number of vias | 221000 |
| RSZ-0062 raised after global routing | false |
==> placed cells by master, fill, tap and decap left out, types with 56 or more instances in the layout <==
cell type        instances
diode_2                208
clkbuf_16              998
nor2_1                1514
xnor2_1                144
o22ai_1                144
nor3_1                 125
a22oi_1                 62
a21oi_1                333
nand2b_1                56
and3_1                  89
nand4_1                 65
mux4_2                2461
edfxtp_1             10300
clkinv_2               168
mux2_2                 160
nand2_1               1382
mux2i_1                727
a211oi_1               100
nand3_1                357
ha_1                   101
o21ai_0                379
buf_4                 1151
clkdlybuf4s50_1         94
a31oi_1                133
inv_1                   94
dlygate4sd3_1          198
bufinv_16               92
clkbuf_1               186
o211ai_1                90
clkinv_1               253
==> kinds of logic (layout without fill, tap and decap cells) <==
| family | Yosys count | count (layout) | share of synthesized area (%) |
|---|---|---|---|
| other cells | 1 | 213 | 0.000909 |
| flops | 10300 | 10300 | 74.8 |
| fa+ha+maj | 101 | 101 | 0.306 |
| buf+inv | 1425 | 3428 | 1.77 |
| compound gates | 1875 | 1875 | 3.04 |
| simple gates | 3919 | 3919 | 4.05 |
| xor+xnor | 176 | 176 | 0.374 |
| mux | 3349 | 3349 | 15.6 |
==> metal layers <==
metal / GRT usage [%] / vias to the layer above / routed length (um)
li1: - / 89000 / -
met1: 19.0 / 109000 / 369000
met2: 27.9 / 19100 / 571000
met3: 20.7 / 3086 / 299000
met4: 8.17 / 191 / 67000
met5: 4.57 / - / 7040
==> power groups by stage <==
stage	Combinational (mW)	Clock, mW	Sequential, mW
CTS	0.150	1.01	1.27
global route	0.161	1.05	1.27
finish	0.153	0.996	1.27
==> path summary, 6_finish.rpt <==
check	depth (start not counted)	endpoint	slack, ps	from
setup / recovery	199	clock gate	165630	rst
max in group clk0	25	to_cpu_cache_rsp_data[1]	200580	from_cpu_inst_req_addr[6]
min in group gated	199	clock gate	9960	rst
hold reg to reg	0	data_way_1.array[0][82]	400	buffer[2][18]
setup reg to reg	39	data_way_2.array[4][178]	341370	counter_2.__data[7][2]
hold / removal	0	data_way_1.array[0][82]	400	buffer[2][18]
==> what timing repair did <==
action / 4_1_cts / 5_1_grt
hold buffers: 198 / 0
hold endpoints to repair: 1 / 0
setup endpoints to repair: 0 / 0
==> state kept, by name (all words and copies together), names as in the netlist, 256 cells and up <==
signal            cells
data_way_0.array   2048
counter_0.__data    256
data_way_2.array   2048
buffer              256
counter_1.__data    256
counter_2.__data    256
counter_3.__data    256
data_way_1.array   2048
data_way_3.array   2048
==> per-stage QoR <==
stage	instances	hold WS [ps]
finish	41500	403
global route	41400	435
CTS	41300	14.6
detailed placement	39300	-105600
global placement	39300	-105600
floorplan	21100	-105510
==> area by class of cell <==
| cell class | instances | area [sq um] |
|---|---|---|
| Multi-Input combinational cell | 9425 | 97200 |
| Sequential cell | 10300 | 309000 |
| Tap cell | 18100 | 22700 |
| Clock buffer | 1184 | 25700 |
| Timing Repair Buffer | 1519 | 12600 |
| Antenna cell | 208 | 520 |
| Inverter | 102 | 405 |
| Clock inverter | 623 | 5860 |
| Fill cell | 125000 | 897000 |
==> critical path, delay by kind of cell <==
kind,cells,cell delay [ps]
buf+inv,199,116690
No activity file was given, so power comes from the tool's default toggle rates.
