==> design/flow/design.v <==
`timescale 10 ns / 1 ns
module alu(
	input  [32 - 1:0]  A,
	input  [32 - 1:0]  B,
	input  [              2:0]  ALUop,
	output                      Overflow,
	output                      CarryOut,
	output                      Zero,
	output [32 - 1:0]  Result
);
	wire [32 - 1:0] AND, OR, XOR, CAL, SLT, SLTU;
	wire [32 - 1:0] B_Comp;
	wire C;
	wire isSub;
	assign isSub = ALUop[2] | &(~ALUop ^ 3'b011);
	assign B_Comp = {32{isSub}} ^ B;
	assign AND = A & B;
	assign OR  = A | B;
	assign XOR  = A ^ B;
	assign {C, CAL} = A + B_Comp + isSub;
	assign SLT = CAL[32 - 1] ^ Overflow;
	assign SLTU = CarryOut;
	assign CarryOut = isSub ^ C;
	assign Overflow = ~A[32 - 1] & ~B_Comp[32 - 1] &  CAL[32 - 1] |
					   A[32 - 1] &  B_Comp[32 - 1] & ~CAL[32 - 1] ;
	assign Zero = ~|Result;
	assign Result = {32{&(~ALUop ^ 3'b000)}}		& AND |
					{32{&(~ALUop[1:0] ^ 2'b01)}}	& (OR ^ {32{ALUop[2]}}) |
					{32{&(~ALUop ^ 3'b100)}}		& XOR |
					{32{&(~ALUop[1:0] ^ 2'b10)}}	& CAL |
					{32{&(~ALUop ^ 3'b011)}}		& SLTU |
					{32{&(~ALUop ^ 3'b111)}}		& SLT ;
endmodule
`timescale 10ns / 1ns
module custom_cpu(
	input         clk,
	input         rst,
	output [31:0] PC,
	output        Inst_Req_Valid,
	input         Inst_Req_Ready,
	input  [31:0] Instruction,
	input         Inst_Valid,
	output        Inst_Ready,
	output [31:0] Address,
	output        MemWrite,
	output [31:0] Write_data,
	output [ 3:0] Write_strb,
	output        MemRead,
	input         Mem_Req_Ready,
	input  [31:0] Read_data,
	input         Read_data_Valid,
	output        Read_data_Ready,
	input         intr,
	output [31:0] cpu_perf_cnt_0,
	output [31:0] cpu_perf_cnt_1,
	output [31:0] cpu_perf_cnt_2,
	output [31:0] cpu_perf_cnt_3,
	output [31:0] cpu_perf_cnt_4,
	output [31:0] cpu_perf_cnt_5,
	output [31:0] cpu_perf_cnt_6,
	output [31:0] cpu_perf_cnt_7,
	output [31:0] cpu_perf_cnt_8,
	output [31:0] cpu_perf_cnt_9,
	output [31:0] cpu_perf_cnt_10,
	output [31:0] cpu_perf_cnt_11,
	output [31:0] cpu_perf_cnt_12,
	output [31:0] cpu_perf_cnt_13,
	output [31:0] cpu_perf_cnt_14,
	output [31:0] cpu_perf_cnt_15,
	output [69:0] inst_retire
);
    reg [31:0] retired_PC;
    always @(posedge clk) begin
        if (current_state[2] && Inst_Valid) begin   
            retired_PC <= PC;
        end
    end
    assign inst_retire = {RF_wen, RF_waddr, RF_wdata, retired_PC};
    reg [31:0] cycle_cnt;
    always @(posedge clk) begin
        if (rst) begin
            cycle_cnt <= 32'b0;
        end
        else begin
            cycle_cnt <= cycle_cnt + 1;
        end
    end
    assign cpu_perf_cnt_0 = cycle_cnt;
    reg [31:0] mem_cycle_cnt;
    reg [31:0] if_cycle_cnt;
    reg [31:0] wt_cycle_cnt;
    reg [31:0] rd_cycle_cnt;
    always @(posedge clk) begin
        if (rst) begin
            mem_cycle_cnt <= 32'b0;
            if_cycle_cnt <= 32'b0;
            wt_cycle_cnt <= 32'b0;
            rd_cycle_cnt <= 32'b0;
        end
        else if (current_state == IF || current_state == IW) begin
            mem_cycle_cnt <= mem_cycle_cnt + 1;
            if_cycle_cnt <= if_cycle_cnt + 1;
        end
        else if (current_state == ST) begin
            mem_cycle_cnt <= mem_cycle_cnt + 1;
            wt_cycle_cnt <= wt_cycle_cnt + 1;
        end
        else if (current_state == LD || current_state == RDW) begin
            mem_cycle_cnt <= mem_cycle_cnt + 1;
            rd_cycle_cnt <= rd_cycle_cnt + 1;
        end
    end
    assign cpu_perf_cnt_1 = mem_cycle_cnt;
    assign cpu_perf_cnt_4 = if_cycle_cnt;
    assign cpu_perf_cnt_5 = wt_cycle_cnt;
    assign cpu_perf_cnt_6 = rd_cycle_cnt;
    reg [31:0] inst_cnt;
    reg [31:0] nop_cnt;
    reg [31:0] jump_cnt;
    always @(posedge clk) begin
        if (rst) begin
            inst_cnt <= 32'b0;
            nop_cnt <= 32'b0;
            jump_cnt <= 32'b0;
        end
        else if (current_state == ID) begin
            inst_cnt <= inst_cnt + 1;
            if (~|__Instruction) begin
                nop_cnt <= nop_cnt + 1;
            end
            else if (T_R_J | T_J | T_IB) begin
                jump_cnt <= jump_cnt + 1;
            end
        end
    end
    assign cpu_perf_cnt_2 = inst_cnt;
    assign cpu_perf_cnt_3 = nop_cnt;
    assign cpu_perf_cnt_7 = jump_cnt;
    localparam INIT = 10'b0000000001,   
               IF   = 10'b0000000010,   
               IW   = 10'b0000000100,   
               ID   = 10'b0000001000,   
               EX   = 10'b0000010000,   
               ST   = 10'b0000100000,   
               LD   = 10'b0001000000,   
               RDW  = 10'b0010000000,   
               WB   = 10'b0100000000,   
               INTR = 10'b1000000000;   
    reg [9:0] current_state;
    reg [9:0] next_state;
    always @(posedge clk) begin
        if (rst) begin
            current_state <= INIT;
        end
        else begin
            current_state <= next_state;
        end
    end
    always @(*) begin
        case (current_state)
            INIT: begin
                next_state = IF;
            end
            IF: begin
                if (intr & !intr_shield) begin
                    next_state = INTR;
                end
                else if (Inst_Req_Ready) begin
                    next_state = IW;
                end
                else begin
                    next_state = IF;
                end
            end
            IW: begin
                if (Inst_Valid) begin
                    next_state = ID;
                end
                else begin
                    next_state = IW;
                end
            end
            ID: begin
                if (~|__Instruction) begin  
                     next_state = IF;
                end
                else begin                  
                    next_state = EX;
                end
            end
            EX: begin
                if (T_RI | T_IB | T_J & !opcode[0] | T_ERET) begin     
                    next_state = IF;
                end
                else if (T_R | T_IC | T_J & opcode[0]) begin  
                    next_state = WB;
                end
                else if (opcode[3]) begin                     
                    next_state = ST;
                end
                else begin                                    
                    next_state = LD;
                end
            end
            ST: begin
                if (Mem_Req_Ready) begin
                    next_state = IF;
                end
                else begin
                    next_state = ST;
                end
            end
            LD: begin
                if (Mem_Req_Ready) begin
                    next_state = RDW;
                end
                else begin
                    next_state = LD;
                end
            end
            RDW: begin
                if (Read_data_Valid) begin
                    next_state = WB;
                end
                else begin
                    next_state = RDW;
                end
            end
            WB: begin
                next_state = IF;
            end
            INTR: begin
                next_state = IF;
            end
            default: begin
                next_state = IF;
            end
        endcase
    end
    reg intr_shield;
    always @(posedge clk) begin
        if (rst | current_state[4] & T_ERET) begin
            intr_shield <= 1'b0;
        end
        else if (intr & current_state[1]) begin
            intr_shield <= 1'b1;
        end
    end
    reg [31:0] __EPC;
    always @(posedge clk) begin
        if (intr & !intr_shield & current_state[1]) begin
            __EPC <= __PC;
        end
    end
    reg [31:0] __PC;
    always @(posedge clk) begin
        if (rst) begin
            __PC <= 32'b0;
        end
        else if (current_state[9]) begin   
            __PC <= 32'h100;
        end
        else if (current_state[2] && Inst_Valid) begin   
            __PC <= ALU_Res;                             
        end
        else if (current_state[4]) begin                 
            if (T_R_J) begin
                __PC <= RF_rdata1;
            end
            else if (T_IB & (opcode[0] ^ ~|__ALU_Res ^ (|RF_rdata1 & opcode[1])) | (T_RI & (|__ALU_Res ^ rt[0]))) begin
                __PC <= ALU_Res;                         
            end
            else if (T_J) begin
                __PC <= {PC[31:28], instr_index, 2'b00};
            end
            else if (T_ERET) begin
                __PC <= __EPC;
            end
        end
    end
    assign PC = __PC;
    assign Inst_Req_Valid = current_state[1];
    assign Inst_Ready = current_state[2] | current_state[0];
    reg [31:0] __Instruction;
    always @(posedge clk) begin
        if (rst) begin
            __Instruction <= 32'b0;
        end
        else if (current_state[2] && Inst_Valid) begin
            __Instruction <= Instruction;
        end
    end
    wire [5:0] opcode, func;
    wire [4:0] rs, rt, rd, shamt;
    wire [31:0] imm;
    wire [25:0] instr_index;
    assign {opcode, rs, rt, rd, shamt, func} = __Instruction;
    assign imm = {{16{__Instruction[15] & ~(ALUop_fl & T_IC)}}, __Instruction[15:0]};
    assign instr_index = __Instruction[26:0];
    wire T_R, T_RI, T_J, T_IB, T_IC, T_IM;
    assign T_R  = opcode == 6'b0;
    assign T_RI = opcode == 6'b1;
    assign T_J  = opcode[5:1] == 5'b1;
    assign T_IB = opcode[5:2] == 4'b1;
    assign T_IC = opcode[5:3] == 3'b1;
    assign T_IM = opcode[5];
    wire T_R_A, T_R_S, T_R_J, T_R_M;
    assign T_R_A = T_R && func[5];
    assign T_R_S = T_R && ~|func[5:3];
    assign T_R_J = T_R && {func[5:3], func[1]} == 4'b0010;
    assign T_R_M = T_R && {func[5:3], func[1]} == 4'b0011;
    wire T_LUI;
    assign T_LUI = T_IC & &opcode[2:0];
    wire T_ERET;
    assign T_ERET = opcode[4];
    wire [4:0]  RF_raddr1, RF_raddr2;
    wire [31:0] RF_rdata1, RF_rdata2;
    wire        RF_wen;
    wire [4:0]  RF_waddr;
    wire [31:0] RF_wdata;
    assign RF_waddr  = T_R ? rd : T_J ? 5'b11111 : rt;
    assign RF_raddr1 = rs;
    assign RF_raddr2 = T_RI ? 0 : rt;
    assign RF_wen    = current_state[8] & (T_R_A | T_R_S | T_R_J & func[0] | T_R_M & (func[0] ^ Zero) | T_J & opcode[0] | T_IC | T_IM & ~opcode[3]);
    assign RF_wdata  = T_R_A | T_R_J | T_J | T_IC & ~T_LUI ? __ALU_Res
                     : T_R_S ? Shifter_Res
                     : T_LUI ? {imm[15:0], 16'b0}
                     : T_IM  ? __Read_data_ext
                     : RF_rdata1;
    reg_file u_reg_file (
        .clk (clk),
        .waddr (RF_waddr),
        .raddr1 (RF_raddr1),
        .raddr2 (RF_raddr2),
        .wen (RF_wen),
        .wdata (RF_wdata),
        .rdata1 (RF_rdata1),
        .rdata2 (RF_rdata2)
    );
    reg [31:0] __ALU_Res;
    wire [31:0] ALU_A, ALU_B, ALU_Res;
    wire [2:0] ALUop, ALUop_T_R;
    wire [1:0] ALUop_g;
    wire ALUop_fa, ALUop_fl, ALUop_fc;
    wire Overflow, CarryOut, Zero;
    assign ALU_A = current_state[2] | T_J | T_R_J | current_state[4] & (T_IB | T_RI) ? PC
                 : T_R_M ? 0
                 : RF_rdata1;
    assign ALU_B = current_state[2] | T_J | T_R_J ? 4
                 : current_state[4] & (T_IB | T_RI) ? {imm[29:0], 2'b00}   
                 : T_IC | T_IM ? imm
                 : RF_rdata2;
    assign ALUop_fa = T_R & (func[3:2] == 2'b00) | T_IC & (opcode[2:1] == 2'b00);
    assign ALUop_fl = T_R & (func[3:2] == 2'b01) | T_IC & (opcode[2] == 1'b1);
    assign ALUop_fc = T_R & (func[3:2] == 2'b10) | T_IC & (opcode[2:1] == 2'b01);
    assign ALUop_g = {2{T_R}} & func[1:0] | {2{T_IC}} & opcode[1:0];
    assign ALUop_T_R = {3{ALUop_fa}} & {ALUop_g[1], 2'b10}
                     | {3{ALUop_fl}} & {ALUop_g[1], 1'b0, ALUop_g[0]}
                     | {3{ALUop_fc}} & {~ALUop_g[0], 2'b11};
    assign ALUop = T_J | T_R_J | T_IM | T_R_M | current_state[2] | current_state[4] & (T_IB | T_RI) ? 3'b010
                 : T_R_A | T_R_S | T_IC ? ALUop_T_R
                 : T_RI                 ? 3'b111
                 : {2'b11, opcode[1]};   
    alu m_alu (
        .A (ALU_A),
        .B (ALU_B),
        .ALUop (ALUop),
        .Overflow (Overflow),
        .CarryOut (CarryOut),
        .Zero (Zero),
        .Result (ALU_Res)
    );
    always @(posedge clk) begin
        __ALU_Res <= ALU_Res;
    end
    wire [31:0] Shifter_A;
    wire [4:0]  Shifter_B;
    wire [1:0]  Shiftop;
    wire [31:0] Shifter_Res;
    assign Shifter_A = T_IM ? (opcode[3] ? RF_rdata2 : Read_data)   
                     : RF_rdata2;
    assign Shifter_B = T_IM ? ({opcode[2:0] == 3'b010 ? ~ALU_Res[1:0] : ALU_Res[1:0], 3'b000})   
                     : func[2] ? RF_rdata1[4:0] : shamt;
    assign Shiftop   = T_IM ? mem_Shiftop :  
                       func[1:0];
    shifter main_shifter (
        .A (Shifter_A),
        .B (Shifter_B),
        .Shiftop (Shiftop),
        .Result (Shifter_Res)
    );
    wire [31:0] mem_Shifter_A;
    wire [4:0]  mem_Shifter_B;
    wire [1:0]  mem_Shiftop;
    wire [31:0] mem_Shifter_Res;
    assign mem_Shifter_A = opcode[3] ? (opcode[2:0] == 3'b010 ? 32'b1111
                                                             : {{2{opcode[1]}}, opcode[2] ^ opcode[0], (opcode[2] ^ opcode[0]) | ~|opcode[2:0]})
                                    : 32'b11111111111111111111111111111111;
    assign mem_Shifter_B = opcode[2:0] == 3'b010 ? (opcode[3] ? {3'b000, ~ALU_Res[1:0]} : {~ALU_Res[1:0], 3'b000})
                                                 : (opcode[3] ? {3'b000, ALU_Res[1:0]} : {ALU_Res[1:0], 3'b000});
    assign mem_Shiftop = (opcode[2:0] == 3'b010 && opcode[3] || opcode[2:0] != 3'b010 && ~opcode[3]) ? 2'b10 : 2'b00;
    shifter mem_shifter (
        .A (mem_Shifter_A),
        .B (mem_Shifter_B),
        .Shiftop (mem_Shiftop),
        .Result (mem_Shifter_Res)
    );
    reg [31:0] __Read_data_ext;
    wire[31:0] Read_mask, Read_data_ext;
    wire Read_sign;
    assign Address = {ALU_Res[31:2], 2'b00};
    assign MemRead = current_state[6];
    assign Read_data_Ready = current_state[7] | current_state[0];
    assign MemWrite = current_state[5];
    assign Write_data = Shifter_Res;
    assign Write_strb = mem_Shifter_Res[3:0];
    assign Read_sign = opcode[1:0] == 2'b00 ? Shifter_Res[7]
                     : opcode[1:0] == 2'b01 ? Shifter_Res[15]
                     : opcode[1:0] == 2'b11 ? Shifter_Res[31]
                     : 0;
    assign Read_mask = opcode[1:0] == 2'b10 ? mem_Shifter_Res
                     : {{16{opcode[1]}} ,{8{opcode[0]}} , 8'b11111111};
    assign Read_data_ext = opcode[1:0] == 2'b10 ? Shifter_Res | ~Read_mask & RF_rdata2
                         : Read_mask & Shifter_Res | ~Read_mask & {32{Read_sign & ~opcode[2]}};
    always @(posedge clk) begin
        if (current_state[7]) begin
            __Read_data_ext <= Read_data_ext;
        end
    end
endmodule
`timescale 10 ns / 1 ns
module reg_file(
	input                       clk,
	input  [5 - 1:0]  waddr,
	input  [5 - 1:0]  raddr1,
	input  [5 - 1:0]  raddr2,
	input                       wen,
	input  [32 - 1:0]  wdata,
	output [32 - 1:0]  rdata1,
	output [32 - 1:0]  rdata2
);
	reg [32 - 1:0] rf [(1<<5) - 1:0];
	always @(posedge clk) begin
		if (wen && waddr) begin
			rf[waddr] <= wdata;
		end
	end
	assign rdata1 = raddr1 ? rf[raddr1] : 0;
	assign rdata2 = raddr2 ? rf[raddr2] : 0;
endmodule
`timescale 10 ns / 1 ns
module shifter (
	input  [32 - 1:0] A,
	input  [              4:0] B,
	input  [              1:0] Shiftop,
	output [32 - 1:0] Result
);
	wire [32 - 1:0] R, L;
	assign L = A << B;
	assign R = ({{32{A[32 - 1] & Shiftop[0]}}, A}) >> B;
	assign Result = Shiftop[1] ? R : L;
endmodule
==> design/flow/run.sh <==
#!/bin/bash
# OpenROAD 26Q1-2900-gdf79404cd8, Yosys 0.63+post, stock flow scripts
make -C /OpenROAD-flow-scripts/flow DESIGN_CONFIG=/design/flow/config.mk WORK_HOME=/design/flow/orfs finish
==> design/flow/config.mk <==
export PLATFORM = sky130hd
export DESIGN_NAME = custom_cpu
export DESIGN_NICKNAME = custom_cpu
export VERILOG_FILES = /design/flow/design.v
export SDC_FILE = /design/flow/constraint.sdc
export NUM_CORES = 4
export LEC_CHECK = 1
export CORE_UTILIZATION = 50
==> design/flow/constraint.sdc <==
current_design custom_cpu

set clk_period 33.6
set clk_io_pct 0.2

create_clock -name clk0 -period $clk_period [get_ports {clk}]

set non_clock_inputs [all_inputs -no_clocks]
set_input_delay [expr $clk_period * $clk_io_pct] -clock clk0 $non_clock_inputs
set_output_delay [expr $clk_period * $clk_io_pct] -clock clk0 [all_outputs]
==> impl_metrics.ini <==
; synthesis and place-and-route metrics
[setup_path]
crit_buf_inv = 8
reg2reg_from = __Instruction[16]$_SDFFE_PP0P_
cp_max_fo = 47
critical_path_required_ps = 26880
critical_path.endpoint_type = primary output
crit_family = buffers and inverters
ff2ff_setup_slack_ps = 21450
critical_path_arrival_ps = 12020
crit_top_cell = buf_4
start_kind = flip-flop
r2r_end = u_reg_file.rf[3][30]$_DFFE_PP_
r2r_cells = 32
critPathKind = reg2out
slowest_stage = dfxtp_4
worst_path_largest_cell_delay_ps = 760

[drt]
drt-total-wl_mm = 351
antenna_left = 0
wl_per_cell_um = 34.8
drtIter0Drc = 6187
vias_per_cell = 6.55
post-route-drc-count = 0
drtPass1Iterations = 9
vias = 66100

[timing]
max_freq_mhz = 53.4
min_period_ps = 18740
drv_slew = 0
fin_worst_skew_ps = 51.7
min_period_over_period_pct = 55.8
hold_violations = 0
setup_viol = 0
maxSlewHeadroom_pct = 9.58
tns_ps = 0
rsz0062_at_grt = no
worstMarginPinSlew_ps = 1360

[yosys]
synth_area_sq_um = 82500
synth_flops = 1488
ys.flop_type = edfxtp_1
synth-edff-count = 1120
synth_seq_share_pct = 49.7
top_cell_area_share_pct = 40.7
top_cells_by_area = edfxtp_1 (41%), mux4_2 (10%), dfxtp_1 (8.9%)
yosys_warnings = 258
yosysTopAreaCell = edfxtp_1
async_flop_share_pct = 0
yosysUniqueCellTypes = 96
ys_area_sq_um = 82500
synth_cells = 7246
ys_cells = 7246
syn_avg_cell_area_sq_um = 11.4

[clock_tree]
clk_pin_slew_ps = 60
cts-hold-fix-buffers = 0
clk_latency_ps = 840
cts-buffers-inserted = 162
root_buffer = clkbuf_16
cts_sinks = 1488
cts_buffer_depth = 3
cts_tree = yes
post_cts_resized = 0
post_cts_buffers = 0
htreeDepth = 4

[die]
rows = 148
die_w_um = 408
ios = 758
die_h_um = 408
chipArea_sq_um = 167000
initial_utilization_pct = 50.5
coreArea_sq_um = 163000

[final_layout]
syn_to_final_growth_pct = 15.7
nFillCells = 13000
drive_gt1_share_pct = 15.9
finish.utilization_pct = 58.5
design_area_sq_um = 95500
final_cell_mix = edfxtp_1 (1120), nand2_1 (630), nor2_1 (627)
lay_top_count = edfxtp_1

[power_and_ir_drop]
p_switching_w = 0.000858
clkPwrFrac_pct = 45.8
p_total_w = 0.00387
p_leak_nw = 33.7
cellInternalPower_w = 0.00301
swShare_pct = 22.2
power_density_nw_per_um2 = 40.5
comb_power_share_pct = 3.3
power_frac_seq_pct = 50.9
ir_worst_vdd_v = 0.0000607

[run]
warnings = 67
cap_viol_max_count = 0

[grt]
grt_usage_pct = 45.1
grt_pass1_wl_mm = 489
grt_max_degree = 139
gr-total-overflow = 0
antenna_found_initial = 36
grt_pass1_vias = 65200

[hold_path]
min_to = cycle_cnt[0]$_SDFF_PP0_
hold_start = cycle_cnt[0]$_SDFF_PP0_
hold_path.class = reg2reg
hold_depth = 1

[placed_design]
placed_cell_area_sq_um = 90200
gp_congestion = 1.07
io_buffers = 499
hpwl_mm = 238

[run_status]
status = finished, final reports clean
==> metrics by stage <==
stage,worst slack [ps],hold slack [ps],std cells
detailed placement,15490,460,9776
global route,14280,507,10100
global placement,15410,446,9776
CTS,15060,472,10100
floorplan,17560,413,7535
finish,14860,475,10100
==> layer usage <==
metal  vias up  wire, um  GRT usage (%)
met3      1099     61700           32.2
li1      28000         -              -
met2      5152    150000           60.3
met5         -      1320           5.72
met1     31700    114000           54.5
met4        73     24900           24.0
==> registers in the layout, indices dropped and copies added, names as in the netlist, named ones only <==
name / cells
u_reg_file.rf: 1024
__ALU_Res: 32
__EPC: 32
__Instruction: 32
__PC: 32
__Read_data_ext: 32
cycle_cnt: 32
if_cycle_cnt: 32
inst_cnt: 32
jump_cnt: 32
mem_cycle_cnt: 32
nop_cnt: 32
rd_cycle_cnt: 32
retired_PC: 32
wt_cycle_cnt: 32
current_state: 10
intr_shield: 1
==> cells by family after synthesis <==
| group | synth area share (%) |
|---|---|
| compound gates | 12.5 |
| xor+xnor | 3.16 |
| fa+ha+maj | 1.62 |
| buf+inv | 6.18 |
| flops | 49.7 |
| mux | 15.4 |
| other cells | 0.00454 |
| simple gates | 11.4 |
==> power groups by stage <==
stage	logic, W	registers, W	clock network (W)
after CTS	0.000123	0.00197	0.00178
after global routing	0.000132	0.00197	0.00185
final	0.000126	0.00197	0.00177
==> cells in the mapped netlist (14+ instances only) <==
cell	instances
a21oi_1	438
a211o_1	43
xnor2_1	85
o211ai_1	80
nor2_1	637
o31ai_1	15
and3_1	70
o221ai_1	58
nand2_1	633
a2bb2oi_1	28
mux4_2	369
a211oi_1	89
a221oi_1	47
xor2_1	213
o21a_1	23
nor2b_1	36
ha_1	105
o311ai_0	38
nor3_1	102
dfxtp_1	368
buf_2	151
a21boi_0	14
and2_1	30
a21o_1	40
mux2_2	96
or2_2	57
o22ai_1	93
a31oi_1	58
o21ai_0	222
nor3b_1	14
a22o_1	31
clkbuf_1	268
buf_4	326
edfxtp_1	1120
a32oi_1	23
nand3_1	187
nand4_1	78
nand2b_1	42
or3_1	52
inv_1	158
and4_1	18
a22oi_1	58
mux2i_1	335
buf_1	49
nor4_1	56
==> how the worst max path moves through the flow <==
stage	slack (ps)	endpoint	depth (start not counted)	from
global route	14280	inst_retire[53]	30	__Instruction[16]$_SDFFE_PP0P_
CTS	15060	inst_retire[53]	30	__Instruction[16]$_SDFFE_PP0P_
finish	14860	inst_retire[53]	31	__Instruction[16]$_SDFFE_PP0P_
==> worst register-to-register path, delay by kind of cell (launching register included) <==
family          cells  cell delay, ps
simple gates       11            3130
mux                 1             410
flops               1             760
compound gates      9            2020
fa+ha+maj           1             490
buf+inv             9            4760
xor+xnor            1             170
==> area by class of cell <==
| class | count | area (sq um) | area share, % |
|---|---|---|---|
| Antenna cell | 25 | 62.6 | 0.0655 |
| Clock buffer | 198 | 4270 | 4.47 |
| Multi-Input combinational cell | 5082 | 38000 | 39.8 |
| Sequential cell | 1488 | 41000 | 43.0 |
| Timing Repair Buffer | 869 | 7830 | 8.20 |
| Clock inverter | 90 | 917 | 0.961 |
| Tap cell | 2175 | 2720 | 2.85 |
| Inverter | 162 | 614 | 0.643 |
No activity file was given, so power comes from the tool's default toggle rates.
